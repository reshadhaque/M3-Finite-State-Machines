===== flow/config.mk =====
export PLATFORM = sky130hd
export DESIGN_NAME = mux
export DESIGN_NICKNAME = mux
export VERILOG_FILES = /design/flow/design.v
export SDC_FILE = /design/flow/constraint.sdc
export NUM_CORES = 4
export LEC_CHECK = 1
export CORE_AREA = 10 10 70 70
export DIE_AREA = 0 0 80 80

===== flow/constraint.sdc =====
current_design mux

set clk_period 1.8
set clk_io_pct 0.2

create_clock -name clk0 -period $clk_period

set non_clock_inputs [all_inputs -no_clocks]
set_input_delay [expr $clk_period * $clk_io_pct] -clock clk0 $non_clock_inputs
set_output_delay [expr $clk_period * $clk_io_pct] -clock clk0 [all_outputs]

===== flow/design.v =====
`timescale 1ns/1ps
module mux #(parameter BITS = 6)(
    input logic [BITS - 1: 0] in0,
    input logic [BITS - 1: 0] in1,
    input logic [BITS - 1: 0] in2,
    input logic [BITS - 1: 0] in3,
    input logic [BITS - 1: 0] in4,
    input logic [BITS - 1: 0] in5,
    input logic [BITS - 1: 0] in6,
    input logic [BITS - 1: 0] in7,
    input logic [2:0] sel,
    output logic [BITS - 1:0] mux_out
);
always_comb
begin
    case(sel)
    0: mux_out = in0;
    1: mux_out = in1;
    2: mux_out = in2;
    3: mux_out = in3;
    4: mux_out = in4;
    5: mux_out = in5;
    6: mux_out = in6;
    7: mux_out = in7;
    default: mux_out = {BITS{1'bx}};
    endcase
end
endmodule

===== flow/run.sh =====
#!/bin/bash
# OpenROAD 26Q1-2900-gdf79404cd8, Yosys 0.63+post, stock flow scripts
make -C /OpenROAD-flow-scripts/flow DESIGN_CONFIG=/design/flow/config.mk WORK_HOME=/design/flow/orfs finish

==> reports/results.txt <==
status: finished, violations left
failing checks: negative setup slack
Least-Margin Pin Slew: 239 ps
share of layout cells above drive strength 1: 39.4%
DRT Pass-1 Iters: 3
Tool Warnings: 34
nature of the critical path startpoint: input pin
area reported by Yosys stat: 452 um2
cell area after synthesis: 452 um2
Top cells excl fill/tap: dlygate4sd2_1, buf_6, mux4_2, clkdlybuf4s50_1, buf_4
GRT overflow: 0
kind of critical path: in -> out
initial DRC count: 11
setup TNS: -246 ps
max cap viols: 0
crit path buf inv count: 4
Cell Area, Placed: 1100 um2
CP max stage delay: 480 ps
DP HPWL: 1.83 mm
cell count in the Yosys report: 32
Mean Syn Cell Area: 14.1 um2
fin. max-slew vios: 0
final antenna diode count: 0
Clock buffer cells: 0
Critical Path, Cell by Cell: buf_8, buf_6, buf_6, mux4_2, mux2_4, buf_6
crit path time final: 1880 ps
Die Ht: 80 um
Power Density: 219 nW/um2
Cells after Synth: 32
IO Port Bufs: 57
via count: 571
crit end category: output pin
Post-Place Setup Slack: -848 ps
largest net degree at the start of global routing: 8
register share after synthesis: 0%
Distinct cells, synth: 19
Leak: 0.537 nW
drt wl/cell: 15.0 um
fin crit share: 105%
Final Cell Area: 1140 um2
RSZ-0062 raised after global routing: yes
Synth Warn #: 1
vias in the first global route: 686
first-pass GRT wire length: 3.53 mm
Fmax: 0.531 GHz
aggregate global-route resource usage: 6.68%
full die area: 6400 um2
worst hold path class: in -> out
worst rel slew slack: 84.1%
worst path arrival time: 1520 ps
Post-DRT Antenna Nets: 0
Reg area: 0 um2
Worst EP required: 1440 ps
Slowest-stage cell, CP: mux4_2
initial antenna violation count: 0
DR vias/cell: 3.94
area delta synth->final: 153%
I/O pins: 57
delay-heaviest family, CP: multiplexers
Core Util, Final: 33.4%
sequential cell count: 0
setup ws final: -84.1 ps
Final GP Congestion: 0.714
number of core rows: 21
CP dominant cell by count: buf_6
die width: 80 um
Setup Viol. Count Final: 3
FP Core Util: 13.2%
CP max FO: 5
most numerous logic cell after layout: dlygate4sd2_1
wirelength, routed: 2.17 mm
total power: 0.251 mW
DRC: 0
Peak VDD IR: 0.0725 mV
Core Area: 3420 um2
Final Hold Fails: 0
[cells by family (layout without fill, tap and decap cells)]
kind of cell,Yosys count,in the layout,synth area share (%)
AND/OR/NAND/NOR,4,4,5.54
AND-OR/OR-AND,5,5,7.48
buffers and inverters,5,72,9.69
multiplexers,18,18,77.3
[stage by stage]
stage,hold WS (ps),cells
after floorplan,861,32
after global placement,1730,137
after detailed placement,1740,137
after CTS,1310,145
after global routing,1360,145
final,1330,145
[synthesized netlist by cell type (all sizes together)]
cell type / number / area share (%)
inv: 1 / 0.83
mux4: 10 / 56
or4b: 1 / 2.2
a31oi: 1 / 1.4
a211oi: 1 / 1.7
nor3: 1 / 1.1
nand2b: 1 / 1.4
a2bb2oi: 1 / 1.9
mux2i: 3 / 6.6
clkbuf: 1 / 0.83
o22ai: 1 / 1.4
o21ai: 1 / 1.1
mux2: 5 / 15
nand2: 1 / 0.83
buf: 3 / 8.0
[routing by layer]
layer / share of wire, % / GRT usage, %
met5: 0 / 0
met4: 0 / 0
met3: 9.8 / 2.16
met2: 45 / 10.7
met1: 45 / 9.15
[power by group]
part | switching (mW) | internal, mW
logic | 0.0627 | 0.188
registers | 0 | 0
clock network | 0 | 0
total | 0.0627 | 0.188
[final timing paths]
| kind | to | cells after the start | slack [ps] | start |
|---|---|---|---|---|
| setup / recovery | mux_out[2] | 6 | -80 | sel[0] |
| hold / removal | mux_out[3] | 4 | 1330 | in3[3] |
[worst min-delay path, delay by kind of cell]
| family | cells | cell delay, ps |
|---|---|---|
| multiplexers | 2 | 370 |
| buffers and inverters | 2 | 230 |
[cell type report]
class / instances / area [um2]
multi-input cells: 27 / 397
repair buffers: 71 / 684
fillers: 364 / 2270
inverters: 1 / 3.75
well taps: 46 / 57.6
[what timing repair did]
action                                  CTS  global route
gates cloned                              1             0
pin swaps                                 3             2
setup buffers                             7             0
hold buffers                              0             0
endpoints found under the setup margin    6             6
resized                                  89             7
No activity file was given, so power comes from the tool's default toggle rates.
