File: flow/config.mk
export PLATFORM = sky130hd
export DESIGN_NAME = binary_counter
export DESIGN_NICKNAME = binary_counter
export VERILOG_FILES = /design/flow/design.v
export SDC_FILE = /design/flow/constraint.sdc
export NUM_CORES = 4
export LEC_CHECK = 1
export CORE_AREA = 10 10 70 70
export DIE_AREA = 0 0 80 80
File: flow/constraint.sdc
current_design binary_counter

set clk_period 2.2
set clk_io_pct 0.2

create_clock -name clk0 -period $clk_period [get_ports {clk}]

set non_clock_inputs [all_inputs -no_clocks]
set_input_delay [expr $clk_period * $clk_io_pct] -clock clk0 $non_clock_inputs
set_output_delay [expr $clk_period * $clk_io_pct] -clock clk0 [all_outputs]
File: flow/design.v
module binary_counter
    #(parameter N = 8)
    (
        input logic clk, reset,
        input logic en,
        output logic max_tick,
        output logic [N-1:0] q
    );
    logic [N-1:0] r_next, r_reg;
    always_ff@(posedge clk, posedge reset)
    begin
        if (reset)
            r_reg <= 0;
        else 
            r_reg <= r_next;
    end
    assign r_next = en ? r_reg + 1: r_reg;
    assign q = r_reg;
    assign max_tick = (r_reg == 2**N-1) ? 1'b1 : 1'b0;
endmodule
File: flow/run.sh
#!/bin/bash
# OpenROAD 26Q1-2900-gdf79404cd8, Yosys 0.63+post, stock flow scripts
make -C /OpenROAD-flow-scripts/flow DESIGN_CONFIG=/design/flow/config.mk WORK_HOME=/design/flow/orfs finish
==> reports/summary.txt <==
type of the worst setup path: reg -> out
number of fill cells in the layout: 391
leakage power: 0.219 nW
top layer used by detailed routing: met4
antenna violations before repair: 0
crit path DAT: 1.60 ns
overall routing resource usage: 2.86%
tool warnings: 25
setup repair after global routing missed its margin: no
number of buffer and inverter stages on the critical path: 1
Pins Over Slew Limit: 0
placer congestion estimate: 0.726
via density per instance: 3.01
final setup fails: 0
outcome: finished, final reports clean
min Tclk post-route: 2.04 ns
Worst Tran Pin Value: 0.298 ns
cell with the most instances after synthesis: dfrtp_1
Max VDD drop: 0.000322 V
leading post-synthesis cells by instance count: 8 x dfrtp_1, 4 x xor2_1, 3 x nand4_1, 3 x nor2_1, 3 x xnor2_1
power density over the cells: 1150 nW/um^2
# hold bufs at CTS: 0
number of standard-cell rows in the floorplan: 21
highest attainable clock frequency: 0.490 GHz
number of synthesis warnings: 1
count of cell types in the netlist: 13
worst-path fanout max: 5
post-synth tally of flip-flops with integrated enable: 0
max FFs per register: 8
required time at the endpoint of the critical path: 1.76 ns
final antenna-violating net count: 0
DIE WIDTH: 80 um
clock insertion delay at the later pin of the skew report: 0.25 ns
first-pass GRT wire length: 1.43 mm
share of layout cells above drive strength 1: 15.9%
Iter 0 DRT Violations: 1
accumulated negative setup slack: 0 ns
clock tree buffer depth: 2
YS chip area: 369 sq um
clock sink count: 8
wire per inst: 9.20 um
Die Outline Area: 6400 sq um
IO buf count: 11
amount of wire on met2 after detailed routing: 295 um
CP cell instances: ha_1 -> nand3_1 -> nor2_1 -> clkdlybuf4s50_1
DRC violations left: 0
top cells by area in the synthesized netlist: dfrtp_1 54%, xor2_1 9.5%, xnor2_1 7.1%
Max transition margin: 80.1%
max incr delay on CP: 0.51 ns
setup bufs post-CTS: 0
Top cell area share: 54.2%
met3 routed WL: 146 um
via count of the first global-routing pass: 289
ys flops: 8
CP max-delay cell: clkdlybuf4s50_1
maximum number of pins on one net before global-route repair: 9
class of the tightest hold or removal check: in -> async
library cell used as clock root buffer: clkbuf_4
core outline area: 3420 sq um
number of cells in the yosys synthesis report: 30
sort of element at the end of the critical path: output pin
CTS clock-pin slew for the worst setup and hold paths: 0.05 ns
Worst Setup Start Kind: register
post-synthesis instance total: 30
hold violation total from the final report: 0
Die Height: 80 um
number of resized instances in the post-cts repair step: 0
area grow syn2layout: 51.5%
1st-pass router iterations: 4
final period utilization: 92.7%
CTS tree: built
final WL: 828 um
global-route congestion overflow total: 0
via count: 271
Post-Route Skew: 0.00528 ns
maximum level of the CTS H-tree: 1
Avg Inst Size Synth: 12.3 sq um
sequential element share of the synthesized area: 54.2%
clock buffers created by TritonCTS: 3
Pre-Place Util: 10.8%
fraction of registers with async set/reset: 100%
Boundary Pins: 12
post-route core utilization: 16.4%
Max Cap Viol: 0
sum of net half-perimeters after detailed placement: 668 um
leading area contributor after synthesis: dfrtp_1
met1 wire length: 378 um
synthesized area: 369 sq um
Main synth FF type: dfrtp_1
cell type group with the largest total delay on the critical path: buffers and inverters
Diodes inserted: 0
[cells by family after synthesis]
| group | share of synthesized area, % |
|---|---|
| AND/OR/NAND/NOR | 21.7 |
| flip-flops | 54.2 |
| buffers and inverters | 1.02 |
| adder cells (fa/ha/maj) | 3.39 |
| multiplexers | 3.05 |
| XOR/XNOR | 16.6 |
[where the power goes]
group / switching [mW] / total, mW / internal [mW]
combinational: 0.0569 / 0.220 / 0.163
clock: 0.0463 / 0.108 / 0.0622
sequential: 0.106 / 0.315 / 0.209
total: 0.209 / 0.643 / 0.435
[through the flow]
| stage | power (mW) | std cells | setup WS [ns] | hold WS (ns) | cell area [sq um] |
|---|---|---|---|---|---|
| final | 0.643 | 90 | 0.160 | 0.427 | 559 |
| after global placement | 0.542 | 87 | 0.472 | 0.498 | 537 |
| after floorplan | 0.383 | 30 | 1.03 | 0.256 | 369 |
| after global routing | 0.711 | 90 | 0.00767 | 0.447 | 559 |
| after CTS | 0.658 | 90 | 0.149 | 0.435 | 559 |
| after detailed placement | 0.543 | 87 | 0.445 | 0.506 | 537 |
[per-layer routing]
metal  up-vias  track usage [%]
li1        132                -
met3         2             2.95
met5         -                0
met2        11             3.37
met1       126             3.64
met4         0            0.176
[final timing paths]
kind | slack, ns | depth (start not counted) | from | end
hold / removal | 0.43 | 2 | reset | r_reg[5]
min in group clk0 | 0.51 | 1 | r_reg[7] | r_reg[7]
max in group asynchronous | 1.54 | 2 | reset | r_reg[0]
hold reg to reg | 0.51 | 1 | r_reg[7] | r_reg[7]
setup / recovery | 0.16 | 4 | r_reg[0] | max_tick
setup reg to reg | 1.03 | 4 | r_reg[0] | r_reg[6]
[cell usage in the layout, fill, tap and decap left out]
cell / synthesis / final
nand3_2: 1 / 1
nor3_2: 1 / 1
mux2_2: 1 / 1
nand3_1: 1 / 1
xor2_1: 4 / 4
inv_1: 1 / 1
dfrtp_1: 8 / 8
nand3_4: 1 / 1
nor2_1: 3 / 3
clkdlybuf4s50_1: 0 / 11
nand4_1: 3 / 3
ha_1: 1 / 1
clkbuf_4: 0 / 3
nand2_1: 2 / 2
xnor2_1: 3 / 3
[layout make-up]
type / instances / area [sq um] / share of cell area [%]
multi-input combinational: 21 / 165 / 29.5
tap: 46 / 57.6 / 10.3
sequential: 8 / 200 / 35.8
inverter: 1 / 3.75 / 0.671
clock buffer: 3 / 22.5 / 4.03
timing repair buffer: 11 / 110 / 19.7
Power figures rest on the tool's default switching activity, not on a simulated workload.
