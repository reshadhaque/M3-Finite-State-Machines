==> design.v <==
`timescale 1ns / 1ps
module delayed_debouncer(
    input logic sw,
    input logic reset,
    input logic clk,
    output logic db
);
logic m_tick;
mod_m_counter #(.M(500_000)) ticker (
    .clk(clk),
    .reset(reset),
    .q(),
    .max_tick(m_tick)
);
typedef enum {zero, wait1_1, wait1_2, wait1_3, one, wait0_1, wait0_2, wait0_3} state_type;
state_type state_reg, state_next;
always_ff@(posedge clk, posedge reset)
begin
    if(reset)
        state_reg <= zero;
    else
        state_reg <= state_next;
end
always_comb 
begin
    case(state_reg)
    zero:
        if(sw)
            state_next = wait1_1;
        else
            state_next = zero;
    wait1_1:
        if(sw)
            if(m_tick)
                state_next = wait1_2;
            else
                state_next = wait1_1;
        else
            state_next = zero;
    wait1_2:
        if(sw)
            if(m_tick)
                state_next = wait1_3;
            else
                state_next = wait1_2;
        else
            state_next = zero;
    wait1_3:
        if(sw)
            if(m_tick)
                state_next = one;
            else
                state_next = wait1_3;
        else
            state_next = zero;
    one:
        if(~sw)
            state_next = wait0_1;
        else
            state_next = one;
    wait0_1:
        if(~sw)
            if(~m_tick)
                state_next = wait0_1;
            else
                state_next = wait0_2;
        else
            state_next = one;
    wait0_2:
        if(~sw)
            if(~m_tick)
                state_next = wait0_2;
            else
                state_next = wait0_3;
        else
            state_next = one;
    wait0_3:
        if(~sw)
            if(~m_tick)
                state_next = wait0_3;
            else
                state_next = zero;
        else
            state_next = one;
    default: state_next = zero;
    endcase
end
assign db = ((state_reg == one) || 
            (state_reg == wait0_1) || 
            (state_reg == wait0_2) ||
            (state_reg == wait0_3));
endmodule
module mod_m_counter
    #(parameter M = 10)
    (
        input logic clk, reset,
        output logic max_tick,
        output logic [N-1:0]q
    );
    localparam N = $clog2(M);
    logic [N-1:0] r_next, r_reg;
    always_ff@(posedge clk, posedge reset)
    begin
        if (reset)
            r_reg <= 0;
        else 
            r_reg <= r_next;
    end
    assign r_next = (r_reg == M - 1) ? 0: r_reg + 1;
    assign q = r_reg;
    assign max_tick = (r_reg == M - 1) ? 1'b1 : 1'b0;
endmodule
==> run.sh <==
#!/bin/bash
# OpenROAD 26Q1-2900-gdf79404cd8, Yosys 0.63+post, stock flow scripts
make -C /OpenROAD-flow-scripts/flow DESIGN_CONFIG=/design/flow/config.mk WORK_HOME=/design/flow/orfs finish
==> config.mk <==
export PLATFORM = sky130hd
export DESIGN_NAME = delayed_debouncer
export DESIGN_NICKNAME = delayed_debouncer
export VERILOG_FILES = /design/flow/design.v
export SDC_FILE = /design/flow/constraint.sdc
export NUM_CORES = 4
export LEC_CHECK = 1
export CORE_AREA = 10 10 96 96
export DIE_AREA = 0 0 106 106
==> constraint.sdc <==
current_design delayed_debouncer

set clk_period 3.2
set clk_io_pct 0.2

create_clock -name clk0 -period $clk_period [get_ports {clk}]

set non_clock_inputs [all_inputs -no_clocks]
set_input_delay [expr $clk_period * $clk_io_pct] -clock clk0 $non_clock_inputs
set_output_delay [expr $clk_period * $clk_io_pct] -clock clk0 [all_outputs]
==> results_dict.tcl <==
# implementation run metrics
set metrics [dict create \
    status "finished clean" \
    period_used_pct 69.9 \
    synthTopCellsByArea "dfrtp_1 49%, nand4_4 6.4%, xnor2_1 5.9%" \
    num_antenna_cells 0 \
    clkSlewWorstSetupHoldPaths_ns 0.09 \
    largest_reg_flops 19 \
    p_leak_nw 0.693 \
    ys_cells 115 \
    root_buffer "clkbuf_8" \
    critPathCaptureType "output port" \
    post_cts_buffers 0 \
    hold_class "reg -> reg" \
    gr-total-overflow 0 \
    intPower_mw 0.449 \
    post_cts_resized 0 \
    fin_hold_ws_ns 0.512 \
    cp.required_ns 2.56 \
    stdcell_count 220 \
    seqPwrFrac_pct 61.6 \
    p_comb_share_pct 4.6 \
    slew_headroom_pct 76.4 \
    drive_above_1_share_pct 12.4 \
    clockBufferDepth 2 \
    warnings 25 \
    yosysUniqueCellTypes 32 \
    largest_area_cell "dfrtp_1" \
    clock_skew_ns 0.00108 \
    dp_cells 216 \
    drt_wl_total_um 2130 \
    clock_latency_ns 0.27 \
    dp_hpwl_um 1470 \
    pre_cts_ws_ns 1.25 \
    die_area_um2 11200 \
    numSynthFlops 27 \
    top_level_ports 4 \
    yosys_warnings 2 \
    worstPathArrival_ns 1.60 \
    reg2reg_slack_ns 1.58 \
    grt_pass1_wl_um 3950 \
    avgSynthCellArea_um2 11.6 \
    grt_pass1_vias 819 \
    cts_buffers 3 \
    swShare_pct 21.0 \
    max-cap-violations 0 \
    area_delta_synth_final_pct 14.3 \
    ys_seq_share_pct 50.6 \
    antenna_found_initial 0 \
    p_clk_share_pct 33.8 \
    fp_util_pct 18.6 \
    finalSetupViolations 0 \
    cts_hold_buf 0 \
    start_kind "flop" \
    cts.sinks 27 \
    htree_levels 1 \
    die_w_um 106 \
    drt_iter0_markers 45 \
    ys_area_um2 1340 \
    hold_viol 0 \
    postSynth.asyncResetShare_pct 100 \
    die_h_um 106 \
    ant_nets 0 \
    fmax_ghz 0.447 \
    critical_path.cell_chain "or4_1 -> clkdlybuf4s50_1" \
    vias_per_cell 3.71 \
    worstMarginPinSlew_ns 0.353 \
    cts_tree "yes" \
    drt-pass1-iter-count 4 \
    peakVddDrop_uv 161 \
    place_congestion 0.761 \
    rows 31 \
    routedWlPerCell_um 9.68 \
    power.switching_mw 0.119 \
    yosys_most_used_dff "dfrtp_1" \
    period_minus_slack_ns 2.24 \
    worst_slack_ns 0.962 \
    synth_cells 115 \
    synth_top_area_share_pct 48.6 \
    crit_fanout 2 \
    coreArea_um2 7210 \
    slowest_delay_ns 0.53 \
    grt_start_max_net_pins 28 \
    track_usage_pct 4.18 \
    synthesis.area_um2 1340 \
    rsz0062_at_grt "false" \
    tns_ns 0 \
    vias 817 \
    nFillCells 792 \
    p_per_area_nw_per_um2 372 \
    drc_errors 0 \
    crit_path_top_delay_cell "or4_1" \
    critPathKind "reg -> out" \
    total_power_mw 0.569 \
    edf_count 0 \
    slew_viol_final 0 \
    port_buffers 3 \
]
layer usage:
| layer | global-route usage, % | part of all wire [%] | vias up | wire [µm] |
|---|---|---|---|---|
| li1 | - | - | 415 | - |
| met4 | 0.484 | 1.1 | 0 | 23 |
| met3 | 1.59 | 5.7 | 2 | 122 |
| met2 | 6.27 | 45 | 8 | 955 |
| met1 | 5.80 | 48 | 392 | 1030 |
| met5 | 0 | 0 | - | 0 |
worst max-delay path, delay by kind of cell, from the launching register on:
family | cells | cell delay (ns)
and+or+nand+nor | 1 | 0.53
buffers and inverters | 1 | 0.42
DFF | 1 | 0.37
per-stage QoR:
stage               util [%]  instance area, µm²
finish                  21.2                1530
global route            21.2                1530
CTS                     21.2                1530
detailed placement      20.6                1490
global placement        20.6                1490
floorplan                  -                1340
Yosys cell counts (2+ instances only):
library cell,n
nand2_1,8
nand2b_1,2
nand3_1,6
xor2_1,6
dfrtp_1,26
nand4_4,4
nand4_1,2
xnor2_1,9
o22ai_1,2
inv_1,4
nor4_4,2
o31ai_1,2
mux2i_1,3
nor2b_1,2
and3_1,4
nor2_1,13
nor3_1,2
nor4_1,4
kinds of logic (layout without fill, tap and decap cells):
kind of cell	Yosys count	in the layout	share of synthesized area [%]
buffers and inverters	6	12	2.24
adder cells (fa/ha/maj)	1	1	0.934
AND-OR/OR-AND	8	8	4.30
multiplexers	3	3	2.24
flip-flops	27	27	50.6
AND/OR/NAND/NOR	55	55	29.9
XOR/XNOR	15	15	9.81
cell type report:
type	instances	area (µm²)	area share, %
multi-input combinational	82	632	41.3
inverter	4	15.0	0.981
tap	99	124	8.09
sequential	27	677	44.2
timing repair buffer	4	37.5	2.45
clock buffer	4	45.0	2.94
worst paths after layout:
check	startpoint	end	cells after the start
max	state_reg[7]	db	2
min	state_reg[0]	state_reg[4]	2
max reg2reg	ticker.r_reg[9]	state_reg[6]	4
min reg2reg	state_reg[0]	state_reg[4]	2
max in group asynchronous	reset	state_reg[0]	3
min in group asynchronous	reset	ticker.r_reg[3]	3
cells in the final DEF (no fill, tap or decap), drive strengths merged:
cell,Yosys,layout
dfrtp,26,26
nor2,14,14
xnor2,9,9
nand2,8,8
nor4,7,7
nand3,6,6
xor2,6,6
nand4,6,6
and3,4,4
inv,4,4
clkbuf,0,4
mux2i,3,3
clkdlybuf4s50,0,3
nor3,2,2
nor2b,2,2
o31ai,2,2
nand2b,2,2
o22ai,2,2
o21ai,2,2
nor3b,1,1
and4bb,1,1
and2,1,1
a21oi,1,1
o2bb2ai,1,1
or4,1,1
ha,1,1
buf,2,1
dfstp,1,1
power by group through the flow:
stage | Combinational (mW) | Sequential, mW | Clock [mW]
CTS | 0.0275 | 0.350 | 0.199
global route | 0.0310 | 0.351 | 0.215
finish | 0.0264 | 0.350 | 0.192
Power is estimated from default activity; no workload was simulated.
